$ cat flow/design.v
module DT(
	input 			clk, 
	input			reset,
	output	reg		done ,
	output	reg		sti_rd ,
	output	reg 	[9:0]	sti_addr ,
	input		[15:0]	sti_di,
	output	reg		res_wr ,
	output	reg		res_rd ,
	output	reg 	[13:0]	res_addr ,
	output	reg 	[7:0]	res_do,
	input		[7:0]	res_di,
	output reg fw_finish
	);
reg [3:0] current_State;
reg [3:0] next_State;
reg [7:0] minTemp;
reg [3:0] counter;
parameter INIT = 4'd0;
parameter READ_INIT = 4'd1;
parameter WRITE_INIT = 4'd2;
parameter WRITE_INIT_FINISH = 4'd3;  
parameter READ_F = 4'd4;  
parameter FORWARD = 4'd5;
parameter WRITE_F = 4'd6;  
parameter FORWARD_FINISH = 4'd7;
parameter READ_B = 4'd8;  
parameter BACKWARD = 4'd9;
parameter WRITE_B = 4'd10;  
parameter FINISH = 4'd11;
always@(posedge clk or negedge reset)
begin
	if(!reset) current_State <= INIT;
	else current_State <= next_State;
end
always@(*)
begin
	case(current_State)
	INIT:
	begin
		next_State = READ_INIT;
	end
	READ_INIT: 
	begin
		next_State = WRITE_INIT;
	end
	WRITE_INIT:
	begin
		if(counter == 4'd15)
		begin
			if(res_addr == 14'd16383) next_State = WRITE_INIT_FINISH;
			else next_State = READ_INIT;
		end
		else next_State = WRITE_INIT;
	end
	WRITE_INIT_FINISH: 
	begin
		next_State = READ_F;
	end
	READ_F:
	begin
		if(res_di) next_State = FORWARD;
		else
		begin
			if(res_addr == 14'd16254) next_State = FORWARD_FINISH;
			else next_State = READ_F;
		end 
	end
	FORWARD:
	begin
		if(counter == 4'd5) next_State = WRITE_F;
		else next_State = FORWARD;
	end
	WRITE_F:
	begin
		if(res_addr == 14'd16254) next_State = FORWARD_FINISH;
		else next_State = READ_F;
	end
	FORWARD_FINISH:
	begin
		next_State = READ_B;
	end
	READ_B:
	begin
		if(res_di) next_State = BACKWARD;
		else
		begin
			if(res_addr == 14'd128) next_State = FINISH;
			else next_State = READ_B;
		end
	end
	BACKWARD:
	begin
		if(counter == 4'd5) next_State = WRITE_B;
		else next_State = BACKWARD;
	end
	WRITE_B:
	begin
		if(res_addr == 14'd128) next_State = FINISH;
		else next_State = READ_B;
	end
	FINISH:
	begin
		next_State = FINISH;
	end
	default: next_State = INIT;
	endcase
end
always@(posedge clk or negedge reset)
begin
	if(!reset) fw_finish <= 1'd0;
	else if(current_State == FORWARD_FINISH) fw_finish <= 1'd1;
end
always@(posedge clk or negedge reset)
begin
	if(!reset) counter <= 4'd15;
	else if(next_State == READ_INIT) counter <= 4'd15;
	else if(next_State == WRITE_INIT || current_State == WRITE_INIT) counter <= counter - 4'd1;
	else if(next_State == FORWARD || next_State == BACKWARD) counter <= counter + 4'd1;
	else if(next_State == WRITE_F || next_State == WRITE_B) counter <= 4'd0;
end
always@(posedge clk or negedge reset)
begin
	if(!reset) sti_rd <= 1'd0;
	else if(next_State == READ_INIT) sti_rd <= 1'd1;
	else sti_rd <= 1'd0;
end
always@(posedge clk or negedge reset)
begin
	if(!reset) sti_addr <= 10'd0;
	else if(current_State == READ_INIT) sti_addr <= sti_addr + 1'd1;
end
always@(posedge clk or negedge reset)
begin
	if(!reset) res_rd <= 1'd0;
	else if(next_State == READ_F || next_State == FORWARD || next_State == READ_B || next_State == BACKWARD) res_rd <= 1'd1;
	else res_rd <= 1'd0;
end
always@(posedge clk or negedge reset)
begin
	if(!reset) res_wr <= 1'd0;
	else if(next_State == WRITE_INIT || next_State == WRITE_F || next_State == WRITE_B) res_wr <= 1'd1;
	else res_wr <= 1'd0;
end
always@(posedge clk or negedge reset)
begin
	if(!reset) res_addr <= 14'd16383;
	else if(next_State == WRITE_INIT) res_addr <= res_addr + 14'd1;
	else if(current_State == WRITE_INIT_FINISH) res_addr <= 14'd128;
	else if(current_State == FORWARD_FINISH) res_addr <= 14'd16255;
	else if(next_State == FORWARD || current_State == FORWARD)
	begin
		case(counter)
		4'd0: res_addr <= res_addr - 14'd129;
		4'd1: res_addr <= res_addr + 14'd1;
		4'd2: res_addr <= res_addr + 14'd1;
		4'd3: res_addr <= res_addr + 14'd126;
		4'd4: res_addr <= res_addr + 14'd1;
		endcase
	end
	else if(next_State == BACKWARD || current_State == BACKWARD)
	begin
		case(counter)
		4'd0: res_addr <= res_addr + 14'd129;
		4'd1: res_addr <= res_addr - 14'd1;
		4'd2: res_addr <= res_addr - 14'd1;
		4'd3: res_addr <= res_addr - 14'd126;
		4'd4: res_addr <= res_addr - 14'd1;
		endcase
	end
	else if(current_State == READ_F || current_State == WRITE_F) res_addr <= res_addr + 14'd1;
	else if(current_State == READ_B || current_State == WRITE_B) res_addr <= res_addr - 14'd1;
end
always@(posedge clk or negedge reset)
begin
	if(!reset) done <= 1'd0;
	else if(current_State == FINISH) done <= 1'd1;
end
wire [7:0] res_di_addOne;
assign res_di_addOne = res_di + 1'd1;
always@(posedge clk or negedge reset)
begin
	if(!reset) minTemp <= 8'd0;
	else if(current_State == FORWARD)
	begin
		if(counter == 4'd1)  minTemp <= res_di;
		else if(minTemp>res_di) minTemp <= res_di; 
	end
	else if(current_State == READ_B) minTemp <= res_di;
	else if(current_State == BACKWARD)
	begin
		if(minTemp>res_di_addOne) minTemp <= res_di_addOne;
	end
end
always@(posedge clk or negedge reset)
begin
	if(!reset) res_do <= 8'd0;
	else if(next_State == WRITE_INIT) res_do <= sti_di[counter];
	else if(next_State == WRITE_F) res_do <= minTemp + 8'd1;
	else if(next_State == WRITE_B) res_do <= minTemp;
end
endmodule
$ cat flow/constraint.sdc
current_design DT

set clk_period 5.8
set clk_io_pct 0.2

create_clock -name clk0 -period $clk_period [get_ports {clk}]

set non_clock_inputs [all_inputs -no_clocks]
set_input_delay [expr $clk_period * $clk_io_pct] -clock clk0 $non_clock_inputs
set_output_delay [expr $clk_period * $clk_io_pct] -clock clk0 [all_outputs]
$ cat flow/config.mk
export PLATFORM = sky130hd
export DESIGN_NAME = DT
export DESIGN_NICKNAME = DT
export VERILOG_FILES = /design/flow/design.v
export SDC_FILE = /design/flow/constraint.sdc
export NUM_CORES = 4
export LEC_CHECK = 1
export CORE_UTILIZATION = 50
$ cat flow/run.sh
#!/bin/bash
# OpenROAD 26Q1-2900-gdf79404cd8, Yosys 0.63+post, stock flow scripts
make -C /OpenROAD-flow-scripts/flow DESIGN_CONFIG=/design/flow/config.mk WORK_HOME=/design/flow/orfs finish
==> CHANGELOG.md <==
### Physical design

* Cells after Synth at between 700 and 800
* Post-route cell area at approximately 7000 um^2
* Resized cells post-CTS at 0
* P per Cell Area at ~260 nW/um^2
* Origin of the critical flop-to-flop path: res_addr[1]
* Ports at ~63
* Cells on Worst Hold Path at 1
* I/O Buffers at just over 60
* WL per Instance at about 20 um
* WS Path Type: in -> reg
* Setup TNS at 0 ps
* Reg2reg end: res_addr[8]
* Yosys chip area at ~6100 um^2
* Final Hold Vio Count at 0
* Placement Cell Area at approximately 6700 um^2
* Core Box Area at 12000 um^2
* Clk latency late pin at between 300 and 400 ps
* Slew HR at approximately 47%
* R2R depth at 9
* RSZ-0062 raised after global routing: no
* Distinct cell type count after synthesis at 90
* Hold_buf cts at 0
* Fill count at between 1000 and 1500
* FF+latch area at roughly 1600 um^2
* Final Wtd Congestion at roughly 0.95
* Die width at 113 um
* DIE HEIGHT at around 110 um
* Pre-Place Util at about half
* Worst-margin pin slew at approximately 800 ps
* Vias per cell at about 6.5
* Fin crit period at around 4200 ps
* CP arrival at between 4000 and 5000 ps
* Power Total at approximately 1.8 mW
* Dpl hpwl at around 13 mm
* Synth area leader: dfrtp_1
* Layout cell share with drive strength beyond 1 at between 10% and 20%
* Full die area at 12700 um^2
* EDFF count, synth at 0
* Slew Viols, Final at 0
* Achievable clock frequency at roughly 240 MHz
* Top-area cell share at between 10% and 20%
* Clk buf depth at 2
* CTS Root Cell: clkbuf_16
* Max-Cap Viols at 0
* Clock-pin transition on the worst setup and hold timing paths at 50 ps
* WL final at around 18 mm
* Yosys reg bits at 61
* Status: completed
* CTS sink cnt at around 61
* Worst Path Required at around 6000 ps
* Reg2reg setup slack at between 2000 and 2500 ps
* Ys flop type: dfrtp_1
* Log Warnings at 36
* Setup Fix Bufs, Post-CTS at 0
* CTS buffer count at 9
* Setup Skew at 11.8 ps
* Top cells, area: dfrtp_1 (17%), dfstp_2 (8.2%), ha_1 (6.3%)
* Logic area at between 4000 and 5000 um^2
* TritonRoute pass-1 iters at 5
* Vias in the first global route at approximately 5500
* Final worst-path cycle share at 73.2%
* Yosys Instances at approximately 750
* Pin count of the biggest net entering global routing at 39
* Worst Hold Launch: done
* Max FO, Critical Path at 8
* Detailed Route Iter0 Violations at roughly 460
* VDD IR max at roughly 0.28 mV
* Synth-to-layout area growth at 15.2%
* Gr usage total at a little under a third
* Synthesized area per cell at between 8 and 9 um^2
* Remaining Overflow, GRT at 0
* Hold path endpoint: done
* First-pass GRT wire length at 29.9 mm
* FFs w/ async S/R, synth at 100%
* Yosys synthesis warning count at 1
* CTS tree: built
* # rows at around 40
* Final Setup Violations at 0
* Antenna Nets Post-Route at 0
* Startpoint types: input port
* Residual DRC at 0
* Inserted Diodes at 0
* H-tree levels at 3
* Worst min-delay path class: reg -> reg
* Register share after synthesis at about a quarter
* Initial antenna violation count at 0
* Smallest hold slack at around 470 ps
* Vias after detailed routing at 5968
* Pleak at 2.76 nW
* Critical Path Sink Type: flop
* Post-synthesis cell area at just over 6000 um^2
## layer usage
| metal | routed length [um] | track usage, % | vias to the layer above |
|---|---|---|---|
| met5 | 0 | 0 | - |
| met4 | 401 | 5.69 | 0 |
| li1 | - | - | 2850 |
| met1 | 8610 | 48.4 | 2840 |
| met3 | 1350 | 5.83 | 36 |
| met2 | 8100 | 45.9 | 242 |
## synthesized netlist by cell type (all sizes together) (4+ instances only)
cell,instances
a2111oi,7
a211oi,15
a21o,9
a21oi,40
a221oi,7
a22o,5
a22oi,6
a311oi,4
a31oi,6
and2,8
and3,14
buf,22
clkbuf,35
dfrtp,42
dfstp,19
ha,31
inv,23
mux2,10
mux2i,6
mux4,5
nand2,71
nand3,19
nand4,18
nor2,60
nor2b,7
nor3,27
nor4,10
nor4b,4
o211ai,12
o21a,9
o21ai,54
o21bai,4
o221ai,8
o22ai,11
o311ai,5
or3,8
xnor2,39
xor2,13
## cell families after synthesis
group	share of synthesized area, %
buffers and inverters	5.63
AND/OR/NAND/NOR	23.6
other	0.0614
adder cells (fa/ha/maj)	6.35
XOR/XNOR	7.45
flip-flops	25.4
multiplexers	4.67
AND-OR/OR-AND	26.9
## sequential cells by signal, indices dropped and copies added, names as in the netlist, 4 cells and up
name,count
counter,4
res_addr,14
minTemp,8
res_do,8
current_State,12
sti_addr,10
## area by class of cell
type                    instances  share of cell area, %
inverters                      23                   1.23
repair buffers                 71                   9.71
clock buffers                  15                   3.95
flip-flops and latches         61                   22.0
multi-input cells             606                   60.0
well taps                     147                   2.61
clock inverters                 1                  0.427
## cells in the final DEF (no fill, tap or decap), types with 6 or more instances in the layout
cell type / n
o21a_1: 9
dfrtp_1: 42
o21ai_0: 46
mux2_2: 8
nor2_1: 59
o221ai_1: 8
and2_1: 6
o22ai_1: 11
nand4_1: 16
mux2i_1: 6
nor3_1: 22
xor2_1: 13
o21ai_1: 8
xnor2_1: 39
clkbuf_16: 9
a211oi_1: 15
nand3_1: 18
nor2b_1: 7
clkdlybuf4s50_1: 61
a21oi_1: 38
and3_1: 13
dfstp_2: 19
o211ai_1: 11
or3_1: 8
buf_4: 9
a221oi_1: 6
a2111oi_0: 6
a31oi_1: 6
ha_1: 31
a22oi_1: 6
nor4_1: 8
nand2_1: 69
inv_1: 23
a21o_1: 9
## how the worst max path moves through the flow
| stage | from | end | depth (start not counted) |
|---|---|---|---|
| CTS | res_di[0] | minTemp[6] | 12 |
| global route | res_di[0] | minTemp[2] | 12 |
| finish | res_di[2] | minTemp[6] | 12 |
## stage by stage
stage / util, % / instances / setup slack [ps]
after floorplan: - / 747 / 2200
after global placement: 56.3 / 908 / 1310
after detailed placement: 56.3 / 908 / 1200
after CTS: 58.8 / 924 / 1560
after global routing: 58.8 / 924 / 1270
final: 58.8 / 924 / 1560
## critical path: stages
cell and delay (ps):
clkdlybuf4s50_1 600, nand3_1 180, nor3_1 400, nand3_1 150, xnor2_1 150, ha_1 290, and3_1 180, nand4_1 90
o21ai_0 160, a21oi_1 80, o32ai_2 610, mux2_2 410
## power by group
part	switching [mW]	internal [mW]	total [mW]
clock network	0.196	0.368	0.565
logic	0.369	0.297	0.666
registers	0.0816	0.483	0.564
total	0.647	1.15	1.80
Power and IR drop assume default switching activity.
